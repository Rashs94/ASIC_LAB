===== /design/flow/config.mk =====
export PLATFORM = sky130hd
export DESIGN_NAME = div
export DESIGN_NICKNAME = div
export VERILOG_FILES = /design/flow/design.v
export SDC_FILE = /design/flow/constraint.sdc
export NUM_CORES = 4
export LEC_CHECK = 1
export CORE_AREA = 10 10 113 113
export DIE_AREA = 0 0 123 123

===== /design/flow/run.sh =====
#!/bin/bash
# OpenROAD 26Q1-2900-gdf79404cd8, Yosys 0.63+post, stock flow scripts
make -C /OpenROAD-flow-scripts/flow DESIGN_CONFIG=/design/flow/config.mk WORK_HOME=/design/flow/orfs finish

===== /design/flow/constraint.sdc =====
current_design div

set clk_period 2.3
set clk_io_pct 0.2

create_clock -name clk0 -period $clk_period [get_ports {clk}]

set non_clock_inputs [all_inputs -no_clocks]
set_input_delay [expr $clk_period * $clk_io_pct] -clock clk0 $non_clock_inputs
set_output_delay [expr $clk_period * $clk_io_pct] -clock clk0 [all_outputs]

===== /design/flow/design.v =====
module div(clk,rst,start,dvsr,dvnd,ready,done,quo,rmd);
parameter w=4,c1=3;
input clk,rst,start;input [w-1:0]dvsr,dvnd;output reg ready,done;output [w-1:0]quo,rmd;
parameter a=2'b00,b=2'b01,c=2'b10,d1=2'b11;
reg [1:0] ps,ns;
reg [w-1:0] rh, rh_nxt,rl,rl_nxt,rh_tmp,d_nxt,d;
reg [c1-1:0] n,n_nxt;
reg q;
always @(posedge clk,posedge rst)
begin
  if(rst)
   begin
   ps <= a;
   rh <= 0;
   rl <=0;
   d <= 0;
   n <=0;
   end
  else 
   begin
   ps <= ns;
   rh <= rh_nxt;
   rl <= rl_nxt;
   d<=d_nxt;
   n<=n_nxt;
   end
end
always @ *
begin
ns=ps;
done=0;
ready=0;
rh_nxt=rh;
rl_nxt=rl;
d_nxt=d;
n_nxt=n;
case(ps)
a:begin
  ready=1;
  if(start)
  begin
    rh_nxt=0;
    rl_nxt=dvnd;
    d_nxt=dvsr;
    n_nxt=w+2;
    ns=b;
  end
end
b:begin
  if(rh>=d)
     begin
     rh_tmp=rh-d;
     q=1;
     end
  else
     begin
     rh_tmp=rh;
     q=0;
     end
  rl_nxt={rl[w-2:0],q};
  rh_nxt={rh_tmp[w-2:0],rl[w-1]};
  n_nxt=n-1;
  if(n_nxt==1)
    ns=c;
  end
c:begin
  rh_nxt=rh_tmp;
  ns=d1;
  end
d1:begin
  done=1;
  ns=a;
  end
endcase
end
assign quo=rl;
assign rmd=rh;
endmodule

==> metrics.log <==
[flow] final metrics
[metrics] Final Worst Setup Slack: 0.171 ns
[metrics] clock-pin slew on the worst setup and hold paths: 0.08 ns
[metrics] Leak: 0.634 nW
[metrics] remaining design rule violation count: 0
[metrics] Die X-Extent: 123 um
[metrics] required time reported for the critical path endpoint: 2.45 ns
[metrics] overall fraction of global-route tracks in use: under 10%
[metrics] OpenROAD warnings: 26
[metrics] Post-Syn Instances: 109
[metrics] CP arrival: between 2 and 2.5 ns
[metrics] clock tree from TritonCTS: done
[metrics] flops & latches, synth: 23
[metrics] Antenna Nets Post-Route: 0
[metrics] number of cells upsized or downsized after cts: 0
[metrics] Post-Synthesis Mean Instance Area: 10.5 um^2
[metrics] Maximum Capacitance Violations: 0
[metrics] floorplan core area: between 0.01 and 0.015 mm^2
[metrics] maximum ir drop on the vdd rail: 0.179 mV
[metrics] Reg2Reg Depth: 8
[metrics] layout cells sized above 1: 13.6%
[metrics] YS warnings: 1
[metrics] Critical Path Start Type: register
[metrics] first-pass GRT wire length: 4620 um
[metrics] Worst Path Class, Setup: reg -> reg
[metrics] destination of the worst register-to-register timing path: rh[2]$_DFFE_PP0P_
[metrics] Post-Synthesis Cell Area: between 0.001 and 0.0015 mm^2
[metrics] count of H-tree levels built during CTS: 1
[metrics] Post-CTS Setup Inserts: 0
[metrics] Final HPWL DP: 2160 um
[metrics] wire length per cell: a little over 10 um
[metrics] worst reg2reg startpoint: rh[0]$_DFFE_PP0P_
[metrics] Buffers on Ports: 20
[metrics] Final Wtd Congestion: 0.834
[metrics] area of combinational cells with multiple inputs: 548 um^2
[metrics] ordered cell list for the critical path: inv_1, ha_1, inv_1, fa_1, a21oi_4, o21ai_2, mux2_4, a221o_1
[metrics] length of the first detailed-routing pass in iterations: 4
[metrics] count of endpoints without a timing constraint: 4
[metrics] count of final max-slew check failures: 0
[metrics] DRT iter0 DRCs: just under 70
[metrics] Unique masters post-synth: 35
[metrics] I/O pins: 21
[metrics] post-place setup slack: 0.179 ns
[metrics] Core Util at FP: 11.0%
[metrics] height of the chip: ~120 um
[metrics] result of the run: completed
[metrics] initial antenna violation count: 0
[metrics] cell repeated most along the worst path: inv_1
[metrics] largest net degree at the start of global routing: 20
[metrics] Die Outline Area: 0.0151 mm^2
[metrics] most instantiated cells after synthesis: dfrtp_1 (18), inv_1 (12), nand2_1 (10)
[metrics] cts bufs inserted: 3
[metrics] Final Hold Violating Endpoints: 0
[metrics] # diodes: 0
[metrics] slack of the worst reg-to-reg path: 0.17 ns
[metrics] kind of end point of the critical path: register
[metrics] Power Dens Cells: ~420 mW/mm^2
[metrics] worst slew pin tran: between 0.4 and 0.5 ns
[metrics] achievable frequency: 470 MHz
[metrics] Skew-Pair Late Insertion Delay: 0.26 ns
[metrics] yosys cell count: about 110
[metrics] filler cell count in the final layout: between 1k and 1.5k
[metrics] register pins left without a clock: 4
[metrics] timing startpoint of the critical path: rh[0]$_DFFE_PP0P_
[metrics] slowest stage cell, crit path: fa_1
[metrics] Top FF cell, synth: dfrtp_1
[metrics] Top cell area share: 39.5%
[metrics] end point of the critical path: rh[2]$_DFFE_PP0P_
[metrics] library cell occupying the most area in the post-synthesis netlist: dfrtp_1
[metrics] leading cell types by total area after synthesis: dfrtp_1 (40%), ha_1 (6.6%), dlxtn_1 (5.3%)
[metrics] clk_skew: 0.00821 ns
[metrics] number of global-route vias before repair: 879
[metrics] unrepaired setup endpoints after global routing: false
[metrics] YS chip area: 0.00114 mm^2
[metrics] Hold WC Path Type: in -> async
[metrics] GRT overflow: 0
[metrics] FF/Latch Area: between 500 and 600 um^2
[metrics] DRT Wirelength: 2740 um
[metrics] post-cts hold-fix buffer tally: 0
[metrics] FFs w/ async S/R, synth: around 83%
[metrics] via count: 866
[metrics] largest fanout on the critical path: 4
[metrics] clock tree buffer depth: 2
[metrics] min cycle time layout: 2.13 ns
[metrics] area added between synthesis and finish: 36.6%
[metrics] delay of the slowest critical-path stage: 0.44 ns
[metrics] Setup TNS: 0 ns
[metrics] final period utilization: 92.6%
[metrics] number of cell rows: 37
[metrics] post-synth tally of flip-flops with integrated enable: 0
[metrics] worst slew margin relative to its limit: between 70% and 80%
[metrics] number of endpoints failing setup at the final stage: 0
[metrics] mean number of vias per cell: 3.23
[metrics] Synth top cell by count: dfrtp_1
[metrics] post-layout util: 15.1%
[metrics] root buf cell: clkbuf_8
[state kept, by name, indices dropped and copies added (netlist names)]
register  count
d             4
n             3
ps            4
rh            4
rh_tmp        4
rl            4
[per-layer routing]
| metal | GRT usage, % | part of all wire, % |
|---|---|---|
| met5 | 0 | 0 |
| met4 | 0.291 | 0 |
| met3 | 1.16 | 7.3 |
| met2 | 5.59 | 45 |
| met1 | 5.42 | 48 |
[layout by cell type, fill, tap and decap left out]
master           synthesis  layout
a21o_2                   2       2
a21oi_1                  5       5
a21oi_2                  1       1
a21oi_4                  1       1
a221o_1                  3       3
a221oi_1                 2       2
a22o_1                   1       1
a2bb2oi_1                1       1
and3_1                   3       3
buf_4                    0       1
clkbuf_8                 0       3
clkdlybuf4s50_1          0      20
clkinvlp_4               0       1
dfrtp_1                 18      18
dfstp_2                  1       1
dlxtn_1                  4       4
fa_1                     1       1
ha_1                     6       6
inv_1                   12      12
mux2_2                   4       4
mux2_4                   1       1
mux2i_1                  4       4
nand2_1                 10      10
nand2b_1                 1       1
nor2_1                   7       7
nor2b_1                  2       2
nor3_1                   1       1
nor3_2                   1       1
o21a_1                   1       1
o21ai_0                  5       5
o21ai_2                  1       1
o21bai_1                 2       2
o22a_1                   1       1
o22ai_1                  1       1
or2_0                    1       1
or3_1                    1       1
or3_4                    1       1
xnor2_1                  1       1
[layout make-up]
cell class	count	area share, %
timing repair buffer	21	13.3
inverter	12	2.89
clock inverter	1	0.482
clock buffer	3	2.65
multi-input combinational	72	35.2
sequential	23	34.5
tap	136	10.9
[cells by family after synthesis]
family	count (synthesis)	share of synthesized area [%]
AND-OR/OR-AND	27	17.9
XOR/XNOR	1	0.769
adder cells (fa/ha/maj)	7	8.34
buffers and inverters	14	4.83
flip-flops	19	41.8
latches	4	5.27
multiplexers	9	8.78
AND/OR/NAND/NOR	28	12.3
[worst min-delay path by stage]
| stage | cells past startpoint | slack [ns] | end |
|---|---|---|---|
| 6_report | 3 | 0.51 | n[0]$_DFFE_PP0P_ |
| 5_1_grt | 1 | 0.53 | d[1]$_DFFE_PP0P_ |
| 4_1_cts | 1 | 0.51 | n[0]$_DFFE_PP0P_ |
[power by group]
part           internal (mW)  switching, mW
registers              0.342        0.00504
logic                 0.0385         0.0282
clock network          0.122          0.122
[worst max-delay path, delay by kind of cell (launching register included)]
kind / cells / cell delay [ns]
muxes: 1 / 0.31
DFF: 1 / 0.38
adders and majority gates: 2 / 0.61
AOI/OAI and AO/OA: 3 / 0.57
buffers and inverters: 2 / 0.15
[metrics by stage]
stage,instances,total power [mW],hold WS (ns),instance area (um^2)
after floorplan,109,0.386,0.410,1140
after global placement,264,0.420,0.486,1510
after detailed placement,264,0.421,0.493,1510
after CTS,268,0.666,0.511,1560
after global routing,268,0.690,0.535,1560
final,268,0.658,0.507,1560
Power figures rest on the tool's default switching activity, not on a simulated workload.
