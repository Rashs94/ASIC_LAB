--- ./run.sh ---
#!/bin/bash
# OpenROAD 26Q1-2900-gdf79404cd8, Yosys 0.63+post, stock flow scripts
make -C /OpenROAD-flow-scripts/flow DESIGN_CONFIG=/design/flow/config.mk WORK_HOME=/design/flow/orfs finish
--- ./config.mk ---
export PLATFORM = sky130hd
export DESIGN_NAME = fifo
export DESIGN_NICKNAME = fifo
export VERILOG_FILES = /design/flow/design.v
export SDC_FILE = /design/flow/constraint.sdc
export NUM_CORES = 4
export LEC_CHECK = 1
export CORE_UTILIZATION = 40
--- ./constraint.sdc ---
current_design fifo

set clk_period 4.1
set clk_io_pct 0.2

create_clock -name clk0 -period $clk_period [get_ports {clk}]

set non_clock_inputs [all_inputs -no_clocks]
set_input_delay [expr $clk_period * $clk_io_pct] -clock clk0 $non_clock_inputs
set_output_delay [expr $clk_period * $clk_io_pct] -clock clk0 [all_outputs]
--- ./design.v ---
module fifo#(parameter B=8,w=3)(input clk,rst,rd,wr,input [B-1:0] w_data,output wire empty,full,output [B-1:0]r_data);
reg [B-1:0] array [2**w-1:0];
reg [w-1:0] w_ptr,w_ptr_nxt,w_ptr_suc,r_ptr,r_ptr_nxt,r_ptr_suc;
reg full_reg,empty_reg,full_nxt,empty_nxt;
wire wr_en;
always@(posedge clk)
if(wr_en)
array[w_ptr]<=w_data;
assign r_data=array[r_ptr];
assign wr_en=wr&(!full_reg);
always@(posedge clk,posedge rst)
begin
if(rst)
begin
w_ptr<=0;
r_ptr<=0;
full_reg <=0;
empty_reg <=1;
end
else
begin
w_ptr<=w_ptr_nxt;
r_ptr<=r_ptr_nxt;
full_reg<=full_nxt;
empty_reg<=empty_nxt;
end
end
always@*
begin
w_ptr_suc=w_ptr+1;
r_ptr_suc=r_ptr+1;
w_ptr_nxt = w_ptr;
r_ptr_nxt = r_ptr;
full_nxt = full_reg;
empty_nxt = empty_reg;
case({wr,rd})
2'b01:if(!empty_reg)
      begin
      r_ptr_nxt=r_ptr_suc;
      full_nxt=0;
      if(r_ptr_suc==w_ptr)
	empty_nxt=1;
      end
2'b10:if(!full_reg)
      begin
      w_ptr_nxt=w_ptr_suc;
      empty_nxt=0;
      if(w_ptr_suc==r_ptr)
	full_nxt=1;
      end
2'b11:begin
      w_ptr_nxt = w_ptr_suc;
      r_ptr_nxt = r_ptr_suc;
      end
endcase
end
assign full=full_reg;
assign empty=empty_reg;
endmodule
==> impl_metrics.json <==
{
  "finalCritPeriodShare": 0.752,
  "dpl.hpwl_mm": 2.97,
  "layout-drive-gt1-share": 0.197,
  "die_w_um": 88.1,
  "grt_max_degree": 20,
  "insertion_delay_ps": 340,
  "core_area_um2": 7210,
  "die_y_um": 88.1,
  "top_cells_by_count": "64 x edfxtp_1, 16 x mux4_1, 10 x mux2_2",
  "tool_warnings": 25,
  "ys_seq_share": 0.716,
  "largest_registers": "array x64, r_ptr x3, w_ptr x3",
  "skew_ps": 6.20,
  "aoi_share": 0.0165,
  "cts_resized": 0,
  "worst_pin_slew_ps": 736,
  "portBuffers": 21,
  "root_buffer": "clkbuf_8",
  "io_pins": 22,
  "drt_iter0_markers": 62,
  "rsz0062_at_grt": "false",
  "post-synth-top-count-cell": "edfxtp_1",
  "drt_pass1_iterations": 6,
  "async_flop_share": 0.111,
  "drt-total-wl_mm": 4.97,
  "antenna_found_initial": 0,
  "fp_util": 0.411,
  "internal-power_mw": 1.68,
  "pwr-share-seq": 0.452,
  "largest_reg_flops": 64,
  "finalWorstSetupSlack_ps": 1020,
  "cts_setup_buffers": 0,
  "netlist_area_um2": 2970,
  "cap_violations": 0,
  "min_period_ps": 3080,
  "grt_pass1_vias": 1447,
  "slew_headroom": 0.509,
  "cts-htree-levels": 3,
  "grtUsageTotal": 0.152,
  "hold_viol_final": 0,
  "swShare": 0.278,
  "flop_cell": "edfxtp_1",
  "place.gp.congestion": 0.803,
  "yosysWarnings": 1,
  "pre_cts_ws_ps": 1350,
  "slew_violations": 0,
  "clk_pin_slew_ps": 80,
  "post_synth_num_cell_types": 23,
  "cp-start-kind": "flip-flop",
  "cts_hold_buf": 0,
  "dieArea_um2": 7760,
  "clkPwrFrac": 0.234,
  "cts_tree": "yes",
  "synth-seq-cells": 72,
  "drc_errors": 0,
  "worstSetupEndpointType": "output pin",
  "mux_share": 0.180,
  "ys_top_cells_by_area": "edfxtp_1 65%, mux4_1 14%, dfrtp_1 5.9%",
  "synth_chip_area_um2": 2970,
  "area_delta_synth_final_pct": 18.3,
  "vias_per_cell": 5.07,
  "fmax_ghz": 0.324,
  "worstSetupPathType": "flip-flop to output pin",
  "synthTopLogicFamily": "multiplexers",
  "ir_drop_mv": 0.285,
  "tns_ps": 0,
  "grt_pass1_wl_mm": 7.71,
  "synth.avg_cell_area_um2": 20.7,
  "cts_buffers": 9,
  "place_area_um2": 3310,
  "ant_nets": 0,
  "hold_class": "flip-flop to flip-flop",
  "netlist_instances": 143,
  "power_frac_comb": 0.314,
  "cp_max_fo": 18,
  "antennaDiodeCount": 0,
  "largest_register": "array",
  "netlist.area_leader.share": 0.648,
  "power.switching_mw": 0.647,
  "edf_count": 64,
  "finalSetupViolations": 0,
  "required_ps": 3280,
  "p_per_area_nw_per_um2": 663,
  "nFillCells": 587,
  "simple_gate_share": 0.0278,
  "place_inst": 266,
  "instances_no_fill": 282,
  "fin_area_um2": 3510,
  "grt_overflow": 0,
  "status": "finished, final reports clean",
  "arrival_ps": 2260,
  "final_util": 0.486,
  "wl_per_cell_um": 17.6,
  "via_count": 1429,
  "cts_sinks": 72,
  "p_leak_nw": 1.19,
  "yosys-stat-cells": 143,
  "cts_buffer_depth": 2,
  "synth_adder_area_share": 0.00844,
  "largest_area_cell": "edfxtp_1",
  "rows": 31,
  "xor_share": 0.0295
}
cells in the final DEF (no fill, tap or decap), drive strengths merged, types with 3 or more instances in the layout:
master / count
dfrtp: 7
nand2b: 4
clkdlybuf4s50: 21
xnor2: 8
buf: 9
mux2: 10
nor2: 6
clkinv: 3
edfxtp: 64
mux4: 16
o21ai: 5
inv: 4
clkbuf: 9
layer usage:
layer | track usage | share of wire
met1 | 0.230 | 0.43
met4 | 0.0235 | 0.017
met2 | 0.227 | 0.47
met5 | 0 | 0
met3 | 0.0744 | 0.083
path summary, 6_finish.rpt:
check,start,to,slack [ps],depth (start not counted)
worst max register to register,w_ptr[0]$_DFFE_PP0P_,full_reg$_DFFE_PP0P_,2360,4
worst min-delay path,empty_reg$_DFFE_PP1P_,empty_reg$_DFFE_PP1P_,520,2
worst min register to register,empty_reg$_DFFE_PP1P_,empty_reg$_DFFE_PP1P_,520,2
max in group asynchronous,rst,empty_reg$_DFFE_PP1P_,3100,2
worst max-delay path,r_ptr[2]$_DFFE_PP0P_,r_data[2],1020,3
min in group asynchronous,rst,full_reg$_DFFE_PP0P_,720,2
cell families after synthesis:
kind of cell / after synthesis
flops: 72
mux: 26
simple gates: 16
xor+xnor: 10
buf+inv: 9
compound gates: 8
fa+ha+maj: 2
layout make-up:
type / instances / area, um2 / share of cell area
Timing Repair Buffer: 30 / 278 / 0.0792
Tap cell: 99 / 124 / 0.0353
Inverter: 3 / 11.3 / 0.00321
Clock inverter: 7 / 71.3 / 0.0203
Clock buffer: 9 / 124 / 0.0353
Multi-Input combinational cell: 62 / 777 / 0.221
Sequential cell: 72 / 2120 / 0.605
power by group through the flow:
stage	sequential (mW)	combinational [mW]	clock (mW)
after CTS	1.06	0.744	0.559
after global routing	1.07	0.802	0.588
final	1.05	0.729	0.544
worst max-delay path: stages, from the launching register on:
cell and delay [ps]:
dfrtp_1 820, mux4_1 400, mux2_2 280, clkdlybuf4s50_1 410
per-stage QoR:
step / hold WS (ps) / power [mW]
2_1_floorplan: 474 / 1.53
3_3_place_gp: 501 / 1.79
3_5_place_dp: 511 / 1.81
4_1_cts: 523 / 2.36
5_1_grt: 557 / 2.46
6_report: 517 / 2.32
No activity file was given, so power comes from the tool's default toggle rates.
