`./run.sh`:
```
#!/bin/bash
# OpenROAD 26Q1-2900-gdf79404cd8, Yosys 0.63+post, stock flow scripts
make -C /OpenROAD-flow-scripts/flow DESIGN_CONFIG=/design/flow/config.mk WORK_HOME=/design/flow/orfs finish
```
`./config.mk`:
```
export PLATFORM = sky130hd
export DESIGN_NAME = fib
export DESIGN_NICKNAME = fib
export VERILOG_FILES = /design/flow/design.v
export SDC_FILE = /design/flow/constraint.sdc
export NUM_CORES = 4
export LEC_CHECK = 1
export CORE_UTILIZATION = 40
```
`./constraint.sdc`:
```
current_design fib

set clk_period 6.1
set clk_io_pct 0.2

create_clock -name clk0 -period $clk_period [get_ports {clk}]

set non_clock_inputs [all_inputs -no_clocks]
set_input_delay [expr $clk_period * $clk_io_pct] -clock clk0 $non_clock_inputs
set_output_delay [expr $clk_period * $clk_io_pct] -clock clk0 [all_outputs]
```
`./design.v`:
```
module fib(input clk,rst,start,input [4:0]i,output reg ready,done,output [19:0]f);
parameter a=2'b00,b=2'b01,c=2'b10;
reg [1:0] ns,ps;
reg [19:0] t0,t1,t0_nxt,t1_nxt;
reg [4:0]n,n_nxt;
always@(posedge clk,posedge rst)
begin
    if(rst)
	begin
	ps<=a;
	t0<=0;
	t1<=0;
	n<=0;
	end
     else
	begin
	ps<=ns;
	t0<=t0_nxt;
	t1<=t1_nxt;
	n<=n_nxt;
	end
end
always@*
begin
ns=ps;
done=0;
ready=0;
t0_nxt=t0;
t1_nxt=t1;
n_nxt=n;
  case(ps)
  a:begin
    ready=1;
    if(start)
       begin
       t0_nxt=0;
       t1_nxt=1;
       n_nxt=i;
       ns=b;
       end
     end
  b:begin
    if(n==0)
      begin
        t1_nxt=0;
        ns=c;
      end
     else if(n==1)
      ns=c;
     else
       begin
         t1_nxt=t1+t0;
         t0_nxt=t1;
	 n_nxt=n-1;
	end
      end
   c:begin
       done=1;
       ns=a;
     end
    default:ns=a;
   endcase
end
assign f=t1;
endmodule
```
==> GITHUB_STEP_SUMMARY <==
## Synthesis and layout report

| Metric | Value |
|---|---|
| Die Ht | 88.0 um |
| Tool warnings | 26 |
| GP Congestion | 0.871 |
| Critical Path Start Type | input pin |
| DRC errors left | 0 |
| XOR/XNOR Fraction of Synth Area | 0.0414 |
| Crit path buffers/inverters | 2 |
| Io pins | 30 |
| Antenna-violating nets left | 0 |
| M1 GR Usage | 0.323 |
| Drt wl/cell | 14.9 um |
| Most common reg cell | dfrtp_1 |
| Worst hold slack | 0.480 ns |
| Slowest-stage cell, CP | or4b_1 |
| Tightest Pin Transition | 0.896 ns |
| Reg2reg setup slack | 3.38 ns |
| Pwr Density | 261 nW/um2 |
| Register share after synthesis | 0.406 |
| Worst vdd ir | 0.111 mV |
| Critical Path AT | 3.63 ns |
| AO/OA Area Share | 0.199 |
| Filler cells | 722 |
| EDFF count, synth | 0 |
| Root Driver | clkbuf_8 |
| Final setup vio count | 0 |
| Crit-path leading delay family | simple AND/OR/NAND/NOR gates |
| CTS tree | built |
| Main logic family | simple AND/OR/NAND/NOR gates |
| Fin Clk Skew | 0.00781 ns |
| Kind of critical path | input pin to flip-flop |
| Crit path DRT | 6.33 ns |
| Crit-path cells | clkdlybuf4s50_1, nand2b_2, o21ai_2, a41o_1, buf_4, or2_0, or4b_1, o211ai_2 |
| Port bufs | 29 |
| Total track usage | 0.203 |
| GR Util met3 | 0.0210 |
| Clock sinks | 48 |
| Synth area leader | dfrtp_1 |
| Syn-to-layout area delta | 15.8% |
| Share of Yosys cell area claimed by the top area cell type | 0.397 |
| Ant diodes | 0 |
| Detailed placement HPWL | 4840 um |
| Rows | 31 |
| Layout cells sized above 1 | 0.0603 |
| Max-slew headroom | 0.403 |
| DR pass1 iterations | 4 |
| Mux share | 0.00338 |
| Resized cells post-CTS | 0 |
| Via count | 2521 |
| Number of H-tree levels | 2 |
| RR Startpoint | t1[0] |
| Syn_area_per_cell | 8.66 um2 |
| Die area | 7750 um2 |
| Area reported by Yosys stat | 2960 um2 |
| Reg clk slew, reported paths | 0.09 ns |
| Synthesized netlist cell count | 342 |
| Synth Area in Simple Gates | 0.215 |
| Synth flops | 48 |
| Max FO, Critical Path | 23 |
| Worst path max stage delay | 0.64 ns |
| CTS Hold Bufs | 0 |
| Final Critical Period | 3.40 ns |
| Number of global-route vias before repair | 2402 |
| Layer with the highest usage | met1 |
| Core Region | 7210 um2 |
| Worst hold path type | flip-flop to flip-flop |
| First-pass GRT wire length | 11800 um |
| Congestion Overflow GR | 0 |
| Synth top area cells | dfrtp_1 (40%), nand2_1 (9.1%), ha_1 (8.9%) |
| Period utilization | 0.558 |
| Max frequency | 0.294 GHz |
| Distinct lib cells used | 55 |
| CP Depth | 8 |
| Slew Viols, Final | 0 |
| RSZ-0062 raised after global routing | no |
| Cell Area, Synth | 2960 um2 |
| Post-synth ARST share | 1.00 |
| Initial antenna violation count | 0 |
| Starting Density | 0.411 |
| Final wirelength | 6900 um |
| Crit path from | start |
| GR Util met2 | 0.322 |
| Adder share | 0.0955 |
| End of the critical path | t1[19] |
| Fin. Hold Viols | 0 |
| Total power draw | 895 uW |
| Status | finished, final reports clean |
| CTS buffer count | 5 |
| Lkg Pwr | 0.00160 uW |
| Post-CTS setup repair buffer count | 0 |
| Clock latency on the worst-skew pair | 0.30 ns |
| Reg-to-reg endpoint | t1[12] |
| Clock buffer depth | 2 |
| Via/cell ratio | 5.43 |
| Worst R2R Path Depth | 9 |
| CP endpoint kind | flip-flop |
| Synth warnings | 1 |
| Yosys stat cell total | 342 |
| Largest net degree at the start of global routing | 49 |
| Setup TNS Final | 0 ns |
| Die Span X | 88.0 um |
| Initial DRC Count | 137 |
| Max-Cap Viols | 0 |
## cell usage in the layout (no fill, tap or decap), drive strengths merged, types with 2 or more instances in the layout
cell | Yosys | final
o22ai | 2 | 2
clkbuf | 11 | 8
nand3 | 27 | 27
o31ai | 2 | 2
nor2 | 13 | 13
nor3 | 3 | 3
o21ai | 32 | 32
or2 | 2 | 2
o211ai | 3 | 3
nand2b | 5 | 5
a311oi | 3 | 3
a21oi | 19 | 19
nor2b | 4 | 4
xnor2 | 5 | 5
a21o | 5 | 5
nand2 | 72 | 72
dfrtp | 47 | 47
nand4 | 4 | 4
clkdlybuf4s50 | 0 | 29
xor2 | 9 | 9
a211oi | 4 | 4
inv | 10 | 10
ha | 21 | 21
a31oi | 3 | 3
o21a | 2 | 2
and2 | 3 | 3
o21bai | 2 | 2
buf | 7 | 4
a22o | 3 | 3
## cells by family after synthesis
group | count (synthesis)
compound gates | 89
xor+xnor | 14
fa+ha+maj | 22
buf+inv | 28
flops | 48
mux | 1
simple gates | 140
## per-stage QoR
stage / instance area, um2 / util / setup slack (ns) / instances
floorplan: 2960 / - / 3.46 / 342
global placement: 3330 / 0.461 / 2.44 / 456
detailed placement: 3330 / 0.461 / 2.40 / 456
CTS: 3430 / 0.475 / 2.72 / 464
global route: 3430 / 0.475 / 2.58 / 464
finish: 3430 / 0.475 / 2.70 / 464
## power breakdown
group          leakage [uW]  switching (uW)  internal (uW)
Combinational      0.000896             217           92.1
Clock             0.0000515             102            104
Sequential         0.000654            29.8            350
## registers in the layout, summed over array words and instances, names as in the netlist
signal  cells
t1         20
ps          3
n           5
t0         20
## synthesized netlist by cell type, types with 3 or more instances
cell,number
a31oi_1,3
a22o_1,3
a21oi_1,18
nor3_1,3
o21ai_0,29
a21o_1,5
dfrtp_1,47
nand2_1,72
nand4_1,4
xor2_1,9
inv_1,10
clkbuf_1,10
xnor2_1,5
nor2b_1,4
buf_2,7
ha_1,21
and2_1,3
nand2b_1,4
nand3_1,27
a311oi_1,3
nor2_1,13
## how the worst min path moves through the flow
| stage | from | endpoint | slack, ns | cells past startpoint |
|---|---|---|---|---|
| 6_report | t0[2] | t0[2] | 0.48 | 2 |
| 5_1_grt | t0[0] | t0[0] | 0.51 | 2 |
| 4_1_cts | ps[1] | ps[0] | 0.48 | 1 |
## per-layer routing
| metal | vias to the layer above | share of wire |
|---|---|---|
| li1 | 1257 | - |
| met1 | 1205 | 0.50 |
| met2 | 50 | 0.45 |
| met3 | 9 | 0.034 |
| met4 | 0 | 0.013 |
| met5 | - | 0 |
## worst register-to-register path, delay by kind of cell, from the launching register on
kind                     cells  cell delay [ns]
XOR/XNOR                     1             0.18
flip-flops                   1             0.42
adder cells (fa/ha/maj)      2             0.66
AND-OR/OR-AND                5             1.20
AND/OR/NAND/NOR              1             0.12
## final cells by class
class,instances,area (um2),share of cell area
clock buffers,8,100,0.0292
inverters,10,37.5,0.0109
multi-input cells,266,1640,0.480
flip-flops and latches,48,1200,0.351
well taps,99,124,0.0361
repair buffers,33,320,0.0934
No activity file was given, so power comes from the tool's default toggle rates.
